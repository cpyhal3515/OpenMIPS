$ cat ./run.sh
#!/bin/bash
# OpenROAD 26Q1-2900-gdf79404cd8, Yosys 0.63+post, stock flow scripts
make -C /OpenROAD-flow-scripts/flow DESIGN_CONFIG=/design/flow/config.mk WORK_HOME=/design/flow/orfs finish
$ cat ./config.mk
export PLATFORM = sky130hd
export DESIGN_NAME = div
export DESIGN_NICKNAME = div
export VERILOG_FILES = /design/flow/design.v
export SDC_FILE = /design/flow/constraint.sdc
export NUM_CORES = 4
export LEC_CHECK = 1
export CORE_UTILIZATION = 50
$ cat ./constraint.sdc
current_design div

set clk_period 10.3
set clk_io_pct 0.2

create_clock -name clk0 -period $clk_period [get_ports {clk}]

set non_clock_inputs [all_inputs -no_clocks]
set_input_delay [expr $clk_period * $clk_io_pct] -clock clk0 $non_clock_inputs
set_output_delay [expr $clk_period * $clk_io_pct] -clock clk0 [all_outputs]
$ cat ./design.v
`timescale 1ns/1ps
module div (
    input clk,
    input rst,
    input annul_i,
    input start_i,
    input [31:0] opdata1_i,  
    input [31:0] opdata2_i,  
    input signed_div_i,
    output reg [63:0] result_o,
    output reg ready_o
);
reg [1:0] div_state;
reg [31:0] opdata1_temp, opdata2_temp;
reg [31:0] divisor;
reg [64:0] dividend;
wire [32:0] div_temp;
reg [5:0] cnt;
assign div_temp = {1'b0, dividend[63:32]} - {1'b0, divisor};
always @(*) begin
    if(rst == 1'b1) begin
        opdata1_temp <= 32'h00000000;
        opdata2_temp <= 32'h00000000;
    end
    else begin
        if(signed_div_i == 1'b1 && opdata1_i[31] == 1'b1)
            opdata1_temp <= ~opdata1_i + 1'b1;
        else
            opdata1_temp <= opdata1_i;
        if(signed_div_i == 1'b1 && opdata2_i[31] == 1'b1)
            opdata2_temp <= ~opdata2_i + 1'b1;
        else
            opdata2_temp <= opdata2_i;
    end
end
always @(posedge clk) begin
    if(rst == 1'b1) begin
        div_state <= 2'b00;
        result_o <= {32'h00000000, 32'h00000000};
        ready_o <= 1'b0;
    end
    else
        case (div_state)
            2'b00: begin
                if(start_i == 1'b0 || annul_i == 1'b1) begin
                    div_state <= 2'b00;
                    result_o <= {32'h00000000, 32'h00000000};
                    ready_o <= 1'b0;
                end
                else if(opdata2_i == 32'h00000000) begin
                    div_state <= 2'b01;
                end
                else begin
                    cnt <= 6'd0;
                    div_state <= 2'b10;
                    dividend <= {32'd0, opdata1_temp,1'b0};
                    divisor <= opdata2_temp;
                end
            end
            2'b01: begin
                div_state <= 2'b11;
                result_o <= {32'h00000000, 32'h00000000};
            end
            2'b10: begin
                if(annul_i == 1'b1) 
                    div_state <= 2'b00;
                else
                    cnt <= cnt + 1'b1;
                    if(cnt != 6'd32) begin
                        if(div_temp[32] == 1'b1) begin
                            dividend <= {dividend[63:0], 1'b0};
                        end
                        else if(div_temp[32] == 1'b0) begin
                            dividend <= {div_temp[31:0], dividend[31:0],1'b1};
                        end
                    end
                    else begin
                        if(signed_div_i == 1'b1 && (opdata1_i[31] ^ opdata2_i[31]) == 1'b1)
                            dividend[31:0] <= (~dividend[31:0]) + 1'b1;
                        if(signed_div_i == 1'b1 && (opdata1_i[31] ^ dividend[64]) == 1'b1)
                            dividend[64:33] <= (~dividend[64:33]) + 1'b1;
                       cnt <= 6'd0;
                       result_o <= dividend;
                       div_state <= 2'b11; 
                    end
            end
            2'b11: begin
                div_state <= 2'b00;
                if(start_i == 1'b0) begin
                    result_o <= {32'h00000000, 32'h00000000};
                    ready_o <= 1'b0;
                end
                else begin
                    result_o <= {dividend[64:33], dividend[31:0]};
                    ready_o <= 1'b1;
                end
            end
            default: begin
            end
        endcase
end
endmodule
==> results.toml <==
# implementation run metrics
[run_status]
status = "completed"

[power_and_ir_drop]
p_leak_uw = 0.00481
pwr-share-seq_pct = 45.6
p_sw_share_pct = 29.5
p_per_area_nw_per_um2 = 130
combPwrFrac_pct = 17.3
p_clk_share_pct = 37.1
irDropWorstVdd_mv = 0.0892
p_sw_uw = 515
intPower_uw = 1230

[clock_network]
path_clk_slew_ps = 80
cts_setup_buffers = 0
cts-root-buf = "clkbuf_16"
clk_latency_ps = 440
cts_made_buffers = 17
cts.sinks = 172
postCtsHoldBufs = 0
cts_tree = "yes"
cts_resized = 0
ctsHtreeMaxLevel = 4
cts_buffer_depth = 2

[timing]
tns_ps = 0
final-setup-viol-count = 0
hold_violations = 0
period_used_pct = 53.7
setup_slack_ps = 4770
finalCriticalPeriod_ps = 5530
relSlewSlack_pct = 45.6
rsz0062_at_grt = "no"
timing.fmax_ghz = 0.181
tightest_slew_ps = 816
drv_slew = 0
skew_ps = 14.0

[synthesis]
syn_area_um2 = 11400
syn_inst = 1342
async_flop_share_pct = 0
edf_count = 103
synth_flops = 172
top_area_cell = "edfxtp_1"
ys.flop_type = "edfxtp_1"
yosys_area_um2 = 11400
top_area_share_pct = 27.1
ys_cells = 1342
avgSynthCellArea_um2 = 8.51
yosysUniqueCellTypes = 72
synth_warnings = 1
ys_top_cells_by_area = "edfxtp_1 (27%), dfxtp_1 (12%), xnor2_1 (4.9%)"
ys_seq_share_pct = 39.2

[grt]
grt_pass1_vias = 9060
grt-busiest-layer = "met1"
grt_use_met2_pct = 32.4
grt_first_pass_wirelength_mm = 48.7
grt_overflow = 0
grt_use_met1_pct = 48.3
antenna_found_initial = 0
grt_max_degree = 65
grt.total_usage_pct = 27.4
met3_usage_pct = 13.2

[routing]
route.detailed.drc = 0
drt_iter0_markers = 891
vias_per_cell = 5.96
wl_per_cell_um = 17.7
vias = 10200
dr.pass1.iters = 6
diodes = 0
routed_wl_mm = 30.3
detail-route-antenna-nets = 0

[placement]
detailed_place.area_um2 = 12900
hpwl_mm = 22.0
pre_cts_slack_ps = 4360
gp_congestion = 0.931
portBuffers = 133

[floorplanning]
fp.coreArea_um2 = 22100
num_rows = 54
dieHeight_um = 153
chipArea_um2 = 23500
initial_core_util_pct = 51.7
io_pins = 134
die_x_um = 153

[critical_path]
crit_type = "in2reg"
crit_path_start_kind = "input pin"
critical_path.max_fanout = 32
end_kind = "flop"
cp.arrival_ps = 5670
rrSetupSlack_ps = 6590
cp.required_ps = 10440

[finish]
layout_top_cell = "clkdlybuf4s50_1"
finalInstanceArea_um2 = 13500
synthToLayoutAreaGrowth_pct = 17.8
fillers = 1937
final_util_pct = 60.9
final_cell_mix = "clkdlybuf4s50_1 (132), nor2_1 (120), nand2_1 (119), a21oi_1 (111), edfxtp_1 (103)"
drive_above_1_share_pct = 5.17

[run]
warnings = 27
drv_cap = 0

[worst_hold_path]
hold_class = "reg2reg"
## layer usage
layer / share of wire (%) / up-vias
met4: 0.42 / 0
met1: 50 / 4566
li1: - / 5105
met2: 36 / 521
met5: 0 / -
met3: 13 / 8
## registers in the layout (all words and copies together) (netlist names)
register   count
ready_o        1
div_state      4
dividend      65
result_o      64
cnt            6
divisor       32
## final timing paths
path	cells past startpoint	endpoint	startpoint
max	13	dividend[15]$_DFFE_PP_	opdata2_i[0]
min	2	result_o[4]$_SDFFE_PP0P_	result_o[4]$_SDFFE_PP0P_
max reg2reg	12	dividend[62]$_SDFFCE_PN0P_	dividend[32]$_DFFE_PP_
min reg2reg	2	result_o[4]$_SDFFE_PP0P_	result_o[4]$_SDFFE_PP0P_
## kinds of logic (layout without fill, tap and decap cells)
family	after synthesis	in the layout	share of synthesized area, %
buffers and inverters	147	237	5.05
adders and majority gates	39	39	4.34
AOI/OAI and AO/OA	373	373	21.0
xor gates and xnor gates	116	116	8.89
muxes	13	13	1.14
and+or+nand+nor	482	482	20.5
DFF	172	172	39.2
## worst max-delay path: stages
cell and delay, ps:
clkdlybuf4s50_1 470, inv_1 80, ha_1 150, or3b_2 470, nor4_1 380, nand2_1 190
nor4_4 250, nand3_1 260, nor3_1 610, o22ai_1 180, nand2b_1 210, nor2_2 60
buf_4 260
## synthesized netlist by cell type (6+ instances only)
master / count
nor2b_1: 13
o21a_1: 7
a21o_1: 17
o31ai_1: 7
and3_1: 12
mux2i_1: 13
o22ai_1: 18
clkbuf_1: 73
nor2_1: 122
or4_1: 8
and2_1: 6
nand4_1: 6
xnor2_1: 64
buf_2: 10
edfxtp_1: 103
inv_1: 58
o211ai_1: 13
o311ai_0: 9
o21ai_0: 87
o2111ai_1: 6
a21oi_1: 111
nand3_1: 57
a31oi_1: 11
o21bai_1: 7
nor4_1: 15
xor2_1: 52
dfxtp_1: 69
a221oi_1: 37
nand2_1: 119
ha_1: 38
nor3_1: 76
or3_1: 15
nand2b_1: 10
## final cells by class
cell class                 count  area, um^2  area share, %
multi-input combinational   1023        6390           47.5
tap                          280         350           2.60
sequential                   172        4480           33.3
timing repair buffer         147        1430           10.6
inverter                      58         218           1.62
clock buffer                  17         425           3.16
clock inverter                15         168           1.25
## through the flow
step | instances | hold slack, ps | total power (uW)
floorplan | 1342 | 417 | 986
global route | 1712 | 468 | 1820
detailed placement | 1680 | 444 | 1110
finish | 1712 | 453 | 1750
CTS | 1712 | 454 | 1750
global placement | 1680 | 439 | 1110
## power groups by stage
stage / Sequential, uW / Combinational, uW / Clock, uW
CTS: 795 / 300 / 658
global route: 800 / 336 / 682
finish: 796 / 302 / 647
No activity file was given, so power comes from the tool's default toggle rates.
