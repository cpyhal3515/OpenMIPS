===== design/flow/run.sh =====
#!/bin/bash
# OpenROAD 26Q1-2900-gdf79404cd8, Yosys 0.63+post, stock flow scripts
make -C /OpenROAD-flow-scripts/flow DESIGN_CONFIG=/design/flow/config.mk WORK_HOME=/design/flow/orfs finish

===== design/flow/config.mk =====
export PLATFORM = sky130hd
export DESIGN_NAME = cp0_reg
export DESIGN_NICKNAME = cp0_reg
export VERILOG_FILES = /design/flow/design.v
export SDC_FILE = /design/flow/constraint.sdc
export NUM_CORES = 4
export LEC_CHECK = 1
export CORE_UTILIZATION = 40

===== design/flow/constraint.sdc =====
current_design cp0_reg

set clk_period 5.3
set clk_io_pct 0.2

create_clock -name clk0 -period $clk_period [get_ports {clk}]

set non_clock_inputs [all_inputs -no_clocks]
set_input_delay [expr $clk_period * $clk_io_pct] -clock clk0 $non_clock_inputs
set_output_delay [expr $clk_period * $clk_io_pct] -clock clk0 [all_outputs]

===== design/flow/design.v =====
`timescale 1ns/1ps
module cp0_reg (
    input clk,
    input rst,
    input we_i,
    input [4:0] waddr_i,
    input [31:0] data_i,
    input [5:0] int_i,
    input [4:0] raddr_i,
    output reg [31:0] data_o,
    output reg [31:0] count_o,
    output reg [31:0] compare_o,
    output reg [31:0] status_o,
    output reg [31:0] cause_o,
    output reg [31:0] epc_o,
    output reg [31:0] config_o,
    output reg [31:0] prid_o,
    output reg  timer_int_o
);
always @(posedge clk) begin
    if(rst == 1'b1) begin
        count_o <= 32'h00000000;
        compare_o <= 32'h00000000;
        status_o <= {4'b0001, 28'd0};
        cause_o <= 32'h00000000;
        epc_o <= 32'h00000000;
        config_o <= {16'd0, 1'b1, 15'd0};
        prid_o <= {8'd0, 8'h48, 10'd1, 6'b000010};
        timer_int_o <= 1'b0;
    end
    else begin
        count_o <= count_o + 1'b1;
        cause_o[15:10] <= int_i;
        if(compare_o != 32'h00000000 && compare_o == count_o)
            timer_int_o <= 1'b1;
        if(we_i == 1'b1) begin
            case (waddr_i)
                5'b01001:     count_o <= data_i;
                5'b01011: begin
                    compare_o <= data_i;
                    timer_int_o <= 1'b0;
                end
                5'b01100:    status_o <= data_i;
                5'b01101:  begin
                    cause_o[23]    <= data_i[23];
                    cause_o[22]   <= data_i[22];
                    cause_o[9:8]   <= data_i[9:8];
                end   
                5'b01110:       epc_o <= data_i;
                default: begin
                end
            endcase
        end
    end
end
always @(*) begin
    if(rst == 1'b1)
        data_o = 32'h00000000;
    else begin
        case (raddr_i)
            5'b01001:     data_o <= count_o;
            5'b01011:   data_o <= compare_o;
            5'b01100:    data_o <= status_o;
            5'b01101:     data_o <= cause_o;
            5'b01110:       data_o <= epc_o;
            5'b01111:      data_o <= prid_o;
            5'b10000:    data_o <= config_o;
            default: begin
            end
        endcase
    end
end
endmodule

==> Changelog: implementation <==
## Flow update

- Vias/cell: between 5 and 6
- Synth top cell by count: nand2_1
- Grt total ovfl: 0
- Synth flops: approximately 170
- CTS Root Cell: clkbuf_16
- Max FO, Critical Path: 17
- Die footprint: 0.0201 sq mm
- Max Cap Violations: 0
- Delay-heaviest family, CP: simple AND/OR/NAND/NOR gates
- Core area: roughly 0.019 sq mm
- Flop area: about 0.0033 sq mm
- Ys flop type: dfxtp_1
- Skew-Pair Late Insertion Delay: 0.42 ns
- Largest net degree at the start of global routing: approximately 64
- RSZ-0062 raised after global routing: false
- Slowest-stage cell, CP: or3_1
- Setup-failing EPs final: 0
- TritonRoute pass-1 iters: 8
- Vias in the first global route: just under 7000
- Post-Synth AOI/OAI Area: ~17%
- DR WL/cell: 18.7 um
- Comb. cell area: between 0.003 and 0.004 sq mm
- Synth logic family: simple AND/OR/NAND/NOR gates
- Startpoint Class: primary input
- Mapped Cells: slightly below 1000
- Hold_sp: epc_o[28]
- Post-synth top cells: 230 x nand2_1, 139 x dfxtp_1, 115 x a21oi_1
- XOR/XNOR Area Share: under 10%
- Antenna violations before repair: 1
- Skew final: between 0.009 and 0.01 ns
- Antenna-violating nets left: 0
- Mapped cell area: about 0.008 sq mm
- Post-cts resize count: 0
- Max stage delay on crit path: 0.66 ns
- R2R Path Start: count_o[1]
- Synth top area share: 35.7%
- H-tree depth: 4
- Synth unique cells: 47
- Hold Violations, Final: 0
- FFs w/ async S/R, synth: 0%
- Die x size: roughly 140 um
- Clock-pin slew on the worst setup and hold paths: around 0.060 ns
- VDD IR-drop max: about 210 uV
- Pleak: around 3.6 nW
- Routed vias: around 7500
- Buf+Inv Stages, Crit Path: 2
- Initial Util: between 40% and 50%
- Worst slew pin tran: 0.704 ns
- Mux area share: less than 1%
- N_diodes: 0
- IO buf count: around 220
- Die height: 142 um
- Post-DP HPWL: ~18 mm
- Simple-Gate Area Share: a little over a fifth
- Worst hold stages: 2
- CTS tree: done
- Largest area contributor in the netlist: dfxtp_1
- Critical-path cell list: clkdlybuf4s50_1, nand4b_1, or3_1, buf_4, nand2_1, a21oi_1
- GRT Resource Usage Total: between 20% and 30%
- EDFF count, synth: 0
- Synth Warn #: 1
- Row cnt: ~50
- Pwr/cell area: between 200 and 250 mW/mm^2
- Worst path depth: 6
- Crit path DAT: about 2.9 ns
- Register pins left without a clock: 32
- Gpl congestion: roughly 0.97
- Worst setup startpoint: waddr_i[4]
- # DRC: 0
- Peak Freq: roughly 380 MHz
- Initial DRC count: a little over 600
- Worst slew margin relative to its limit: ~53%
- Endpoints left unconstrained: around 64
- Yosys stat area: a little under 0.008 sq mm
- Share of layout cells above drive strength 1: between 5 and 6%
- # Cells Yosys: a little under 1000
- Critical path type: in2reg
- Log Warnings: 25
- Main area contributors: dfxtp_1 36%, nand2_1 11%, buf_4 8.3%
- Fin crit share: between 40% and 50%
- I/O Pins: 308
- Status: completed
- P&R area growth vs syn: 34.7%
- Crit path DRT: around 5.6 ns
- CP endpoint kind: flip-flop
- First-pass GRT wire length: between 40 and 50 mm
- CTS buffer count: 17
- Fill cells: between 1500 and 2000
- Hold Buf Count CTS: 0
- Worst Reg-to-Reg Cells: 6
- Hold_ws: around 0.47 ns
- Synth Area per Inst: around 8.0 sq um
- Adder Share, Synth: less than 1%
- Number of post-CTS setup repair buffers: 0
- Routed WL: ~27 mm
- Setup TNS Final: 0 ns
- Clk buf depth: 2
- Max-slew violation count: 0
- HP Class: reg2reg
- Fin crit period: 2.63 ns
cells by family (layout without fill, tap and decap cells):
family | Yosys count | in the layout
DFF | 139 | 139
AOI/OAI and AO/OA | 206 | 206
and+or+nand+nor | 368 | 368
muxes | 6 | 6
latches | 32 | 32
buffers and inverters | 162 | 281
other | 2 | 86
xor gates and xnor gates | 62 | 62
adders and majority gates | 1 | 1
metrics by stage:
| step | instances | utilization [%] | setup WS [ns] | total power, mW | instance area, sq um |
|---|---|---|---|---|---|
| floorplan | 1062 | - | 2.98 | 1.23 | 8120 |
| detailed placement | 1409 | 52.5 | 2.23 | 1.31 | 9910 |
| CTS | 1441 | 55.6 | 2.68 | 2.50 | 10500 |
| finish | 1441 | 55.6 | 2.67 | 2.49 | 10500 |
| global route | 1441 | 55.6 | 2.55 | 2.58 | 10500 |
| global placement | 1409 | 52.5 | 2.26 | 1.31 | 9910 |
power breakdown:
| part | leakage, nW | internal, mW | switching (mW) |
|---|---|---|---|
| Clock | 0.285 | 0.741 | 0.457 |
| Combinational | 1.93 | 0.0915 | 0.100 |
| Sequential | 1.37 | 1.07 | 0.0210 |
state kept, by name, summed over array words and instances, names as in the netlist:
signal       flops
compare_o       32
count_o         32
status_o        32
cause_o         10
data_o          32
timer_int_o      1
epc_o           32
layer usage:
layer / GRT usage, % / up-vias / share of wire [%]
li1: - / 3578 / -
met1: 39.9 / 3514 / 43
met2: 43.1 / 340 / 47
met3: 6.15 / 27 / 8.2
met4: 3.79 / 0 / 1.4
met5: 0 / - / 0
tightest hold or removal path: cells and delay by family (launching register included):
kind	cells	cell delay [ns]
AOI/OAI and AO/OA	1	0.05
DFF	1	0.32
and+or+nand+nor	1	0.05
cell usage in the layout, fill, tap and decap left out, drive strengths merged, types with 2 or more instances in the layout:
| cell type | instances |
|---|---|
| nor2b | 7 |
| mux2i | 5 |
| nor3b | 3 |
| conb | 86 |
| o21ai | 2 |
| buf | 21 |
| and3 | 5 |
| clkbuf | 22 |
| clkdlybuf4s50 | 220 |
| a31oi | 9 |
| a21oi | 115 |
| a222oi | 23 |
| nor4 | 14 |
| clkinvlp | 4 |
| nand3b | 3 |
| nand3 | 16 |
| dfxtp | 139 |
| dlxtn | 32 |
| a22oi | 18 |
| a211oi | 32 |
| nand4 | 22 |
| nand2 | 230 |
| clkinv | 3 |
| a221oi | 3 |
| bufinv | 2 |
| nor2 | 49 |
| nor3 | 9 |
| and2 | 3 |
| inv | 9 |
| xor2 | 18 |
| xnor2 | 44 |
layout make-up:
type | count | area share, %
multi-input combinational | 729 | 37.4
sequential | 171 | 31.0
timing repair buffer | 241 | 22.5
clock buffer | 22 | 4.61
tap | 260 | 3.10
clock inverter | 10 | 1.08
inverter | 8 | 0.286
worst paths after layout:
kind	endpoint	slack, ns
worst max-delay path	status_o[13]	2.67
worst min register to register	epc_o[28]	0.47
worst min-delay path	epc_o[28]	0.47
worst max register to register	count_o[26]	2.83
No activity file was given, so power comes from the tool's default toggle rates.
