File: flow/design.v
`timescale 1ns/1ps
module hilo_reg (
    input clk,
    input rst,
    input we,
    input [31:0] hi_i,
    input [31:0] lo_i,
    output reg [31:0] hi_o,
    output reg [31:0] lo_o
);
    always @(posedge clk) begin
        if(rst == 1'b1) begin
            hi_o <= 32'h00000000;
            lo_o <= 32'h00000000;
        end
        else
            if(we == 1'b1) begin
                hi_o <= hi_i;
                lo_o <= lo_i;
            end
    end
endmodule
File: flow/run.sh
#!/bin/bash
# OpenROAD 26Q1-2900-gdf79404cd8, Yosys 0.63+post, stock flow scripts
make -C /OpenROAD-flow-scripts/flow DESIGN_CONFIG=/design/flow/config.mk WORK_HOME=/design/flow/orfs finish
File: flow/config.mk
export PLATFORM = sky130hd
export DESIGN_NAME = hilo_reg
export DESIGN_NICKNAME = hilo_reg
export VERILOG_FILES = /design/flow/design.v
export SDC_FILE = /design/flow/constraint.sdc
export NUM_CORES = 4
export LEC_CHECK = 1
export CORE_UTILIZATION = 50
File: flow/constraint.sdc
current_design hilo_reg

set clk_period 1.1
set clk_io_pct 0.2

create_clock -name clk0 -period $clk_period [get_ports {clk}]

set non_clock_inputs [all_inputs -no_clocks]
set_input_delay [expr $clk_period * $clk_io_pct] -clock clk0 $non_clock_inputs
set_output_delay [expr $clk_period * $clk_io_pct] -clock clk0 [all_outputs]
==> summary.txt <==
The synthesis and PnR run went through. The flow ran to the end, and the final reports show no timing, DRC or antenna violations. Total of flip-flops plus latches after synthesis landed at 64. Clock sink count landed at approximately 64. The synthesized design devotes to its leading area cell type 55.9% of total area. Ranked by total cell area, the synthesized netlist is headed by sky130_fd_sc_hd__dfxtp_1 (56%), sky130_fd_sc_hd__mux2i_1 (28%), sky130_fd_sc_hd__nor2_1 (10%).

Final-report max-slew violation count landed at 0. Setup TNS landed at 0 ns. Among cell families on the critical path, the largest total delay comes from flip-flops. Endpoints failing hold in the final report were tallied at 0. After detailed placement, the total cell area comes to 3590 um2.

TritonRoute output was used to compute an average wire per cell of 15.6 um. Leakage dissipation landed at around 1.8 nW. Total grt overflow landed at 0. The clock H-tree reported by CTS has 3 levels. Maximum clock frequency landed at 941 MHz. The number of cells reported by Yosys stat comes to 206. Per Yosys stat, the portion of area used by sequential elements is between 50% and 60%. 131 I/O pins were placed. Data on the critical path arrives at its endpoint at 0.84 ns. Counting along the longest clock path gives a buffer depth of 2. Global-route met2 utilization landed at 40.6%. Worst hold margin landed at 0.355 ns.

Final period utilization landed at 96.6%. The launch point of the critical path was reported as hi_o[27]. Among all flip-flop cells after synthesis, the most frequent one is sky130_fd_sc_hd__dfxtp_1. For reference, the most critical setup path is categorized as flop to output pin. Number of setup violations in the final report landed at 0. Per the post-synthesis stats, the area per cell is 11.1 um2. Overall die width landed at 69.7 um. Total of warnings raised by yosys landed at 1.

After routing the design area is 3850 um2. Ranked by instance count, the synthesized netlist is headed by sky130_fd_sc_hd__dfxtp_1 (64), sky130_fd_sc_hd__mux2i_1 (64), sky130_fd_sc_hd__nor2_1 (64), sky130_fd_sc_hd__buf_1 (6), sky130_fd_sc_hd__buf_8 (6). Number of buffer and inverter stages on the critical path landed at 1. The data required time reported for the critical path is 0.88 ns. The overall die size recorded for this design is about 4900 um2. Entering global routing, the biggest net connects ~65 pins. Routability-driven placement congestion ratio landed at about 0.76. Global routing put the most usage on met2. Total CTS buffers landed at 9. The number of hold buffers added after CTS was 0. Core footprint landed at approximately 4400 um2. The cell sitting at the root of the clock tree is a sky130_fd_sc_hd__clkbuf_8. Die height landed at 69.7 um. Post-synthesis to final-layout area growth landed at 68.2%. According to the report, the first pass of detailed routing completed in 4 iterations. Across every metal layer, demand over resource in global routing totals 26.8%. The pin closest to its max-slew limit shows a slew of 0.243 ns. The worst register-to-register path has a setup slack of 0.25 ns.

The timing report shows that the slowest cell on the worst path is sky130_fd_sc_hd__dfxtp_2. Per the layout area report, the register area comes to 1360 um2. OpenROAD emitted warnings numbering 26. Synthesis handed over a netlist of 206 instances. Detailed-route DRC error count landed at 0. The max-slew check reports its worst relative slack as 83.3%. Row count landed at 24. Of all nets on the critical path, the largest fanout is 2. Met3 capacity usage during global routing landed at 8.55%. Number of enable-type register cells in the synthesized netlist landed at 0. STA lists the startpoint of the worst register-to-register path as lo_o[10].

Number of buffers inserted by port buffering landed at 130. Per the detail_route report, inserted antenna diodes total 0. The most critical min-delay path falls under input port to flop. sky130_fd_sc_hd__dfxtp_1 takes more of the synthesized area than any other cell.

Number of antenna-violating nets in the routed design landed at 0. Per the hold report, the tightest min-delay path originates at rst. Dividing total power by cell area gives a power density of 1310 nW/um2.

The filler cells instantiated in the layout total ~210. Total standard cell area after synthesis landed at 2290 um2. According to the dpl log, the detail-placed design has an HPWL of approximately 3500 um. Number of vias per cell landed at a little under 5. Yosys chip area landed at 2290 um2.

Proportion of register bits with asynchronous set or reset after synthesis landed at 0%. Shortest clock period the worst path allows after layout landed at 1.06 ns. Per the skew report, the later register of the worst-skew pair sees a clock latency of 0.33 ns. Per the run summary, max-cap violations total 0.

In this run the critical path is formed by clkdlybuf4s15_1. Before placement the cells fill a little over half of the core. Detailed-route iteration 0 reported a violation count of approximately 59. In the final layout, the multi-input gates occupy 881 um2. Number of global-route vias before repair landed at between 1500 and 2000.

met1 track demand over resource after global routing is ~39%. The final timing report lists clock skew as 0 ns. The worst setup path is captured at an output pin.

Maximum VDD drop landed at ~930 uV. STA classifies the critical path startpoint as a flop. Clock slew seen by the registers of the worst setup and hold paths landed at 0.07 ns. Maximum single-stage delay on the critical path landed at 0.32 ns. Fraction of layout cells with a size suffix above 1 landed at between 20 and 30%. The first global-routing pass estimated 9890 um of wire. Setup repair after global routing left no endpoint under its margin. In the post-route report, total wirelength is listed as 6280 um. Total via count in the routed design landed at 1975.

Count of different cell masters after synthesis landed at 7. The number of antenna violations at the first check in global routing is 0. TritonCTS built the clock tree.
[path summary, 6_finish.rpt]
check,endpoint,cells past startpoint
setup / recovery,hi_o[27],1
hold / removal,hi_o[4],3
setup reg to reg,lo_o[10],3
hold reg to reg,hi_o[14],2
[layout make-up]
class / instances / share of cell area, %
clock buffer: 12 / 3.77
sequential: 64 / 35.3
multi-input combinational: 128 / 22.9
clock inverter: 4 / 0.519
timing repair buffer: 142 / 35.8
tap: 52 / 1.69
[power by group]
part	switching, mW	internal [mW]
sequential	0.0687	2.48
combinational	0.252	0.523
clock	0.841	0.864
[sequential cells by signal (all words and copies together), names as in the netlist]
register  flops
hi_o         32
lo_o         32
[layout by cell type, fill, tap and decap left out]
| cell type | n |
|---|---|
| sky130_fd_sc_hd__mux2i_1 | 64 |
| sky130_fd_sc_hd__clkbuf_2 | 8 |
| sky130_fd_sc_hd__buf_4 | 10 |
| sky130_fd_sc_hd__clkbuf_1 | 2 |
| sky130_fd_sc_hd__clkbuf_8 | 10 |
| sky130_fd_sc_hd__clkdlybuf4s15_1 | 56 |
| sky130_fd_sc_hd__buf_12 | 3 |
| sky130_fd_sc_hd__nor2_1 | 64 |
| sky130_fd_sc_hd__clkinv_2 | 4 |
| sky130_fd_sc_hd__clkdlybuf4s50_1 | 64 |
| sky130_fd_sc_hd__dfxtp_2 | 64 |
| sky130_fd_sc_hd__buf_2 | 1 |
[stage by stage]
stage | utilization [%] | total power, mW | setup slack [ns] | cells
3_5_place_dp | 81.8 | 3.37 | 0.0749 | 378
4_1_cts | 88.5 | 5.05 | 0.000368 | 400
3_3_place_gp | 81.8 | 3.35 | 0.0857 | 378
2_1_floorplan | - | 2.84 | 0.226 | 206
6_report | 87.9 | 5.03 | 0.0372 | 402
5_1_grt | 87.9 | 5.25 | 0.000394 | 402
[tightest hold or removal path: stages]
cell                     delay, ns
sky130_fd_sc_hd__buf_2        0.11
sky130_fd_sc_hd__buf_12       0.19
sky130_fd_sc_hd__nor2_1       0.12
[what timing repair did]
action                     in CTS  in global routing
resized                       192                  8
pin swaps                       0                  0
setup endpoints to repair      64                 10
buffers inserted                6                  2
[per-layer routing]
layer | vias to the layer above | wire [um]
met4 | 0 | 148
met2 | 83 | 2720
met5 | - | 0
met1 | 917 | 2840
met3 | 14 | 569
li1 | 961 | -
[cells by family after synthesis]
kind of cell  count (synthesis)  share of synthesized area (%)
mux                          64                           28.0
flops                        64                           55.9
simple gates                 64                           10.5
buf+inv                      14                           5.63
Power is estimated from default activity; no workload was simulated.
