==> design.v <==
`timescale 1ns/1ps
module data_ram(
    input clk,
    input ce,
    input we,
    input [31:0] data_i,
    input [31:0] addr,
    input [3:0] sel,
    output reg [31:0] data_o
);
    reg [7:0] data_mem0 [0:10 - 1];
    reg [7:0] data_mem1 [0:10 - 1];
    reg [7:0] data_mem2 [0:10 - 1];
    reg [7:0] data_mem3 [0:10 - 1];
    always @(posedge clk) begin
        if(we == 1'b1) begin
            if(sel[3] == 1'b1) 
                data_mem3[addr[17+1:2]] = data_i[32:24];
            if(sel[2] == 1'b1)
                data_mem2[addr[17+1:2]] = data_i[23:16];
            if(sel[1] == 1'b1)
                data_mem1[addr[17+1:2]] = data_i[15:8];
            if(sel[0] == 1'b1)
                data_mem0[addr[17+1:2]] = data_i[7:0];
        end
    end
    always @(*) begin
        if(ce == 1'b0) 
            data_o = 32'h00000000;
        else begin
            if(we == 1'b0)
                data_o = {data_mem3[addr[17+1:2]], data_mem2[addr[17+1:2]], 
                            data_mem1[addr[17+1:2]], data_mem0[addr[17+1:2]]};
            else
                data_o = 32'h00000000;
        end
    end
endmodule
==> run.sh <==
#!/bin/bash
# OpenROAD 26Q1-2900-gdf79404cd8, Yosys 0.63+post, stock flow scripts
make -C /OpenROAD-flow-scripts/flow DESIGN_CONFIG=/design/flow/config.mk WORK_HOME=/design/flow/orfs finish
==> config.mk <==
export PLATFORM = sky130hd
export DESIGN_NAME = data_ram
export DESIGN_NICKNAME = data_ram
export VERILOG_FILES = /design/flow/design.v
export SDC_FILE = /design/flow/constraint.sdc
export NUM_CORES = 4
export LEC_CHECK = 1
export CORE_UTILIZATION = 50
==> constraint.sdc <==
current_design data_ram

set clk_period 3.3
set clk_io_pct 0.2

create_clock -name clk0 -period $clk_period [get_ports {clk}]

set non_clock_inputs [all_inputs -no_clocks]
set_input_delay [expr $clk_period * $clk_io_pct] -clock clk0 $non_clock_inputs
set_output_delay [expr $clk_period * $clk_io_pct] -clock clk0 [all_outputs]
==> results.json <==
{
  "period_needed_ps": 3240,
  "run_status": "finished clean",
  "post-synth-top-count-cell": "edfxtp_1",
  "std_cell_rows": 57,
  "cts-buffers-inserted": 34,
  "post-route-period-util_pct": 98.2,
  "flow.area_growth_from_synthesis_pct": 21.3,
  "post_route_cells_drive_above_1_share_pct": 29.9,
  "dpl.cell_count": 1103,
  "fin_area_um2": 15300,
  "synth_seq_share_pct": 76.1,
  "pwr_density_cell_nw_per_um2": 561,
  "timing.hold.worst_endpoint": "data_mem0[1][3]$_DFFE_PP_",
  "cap_viol_max_count": 0,
  "routabilityCongestion": 0.796,
  "die_x_um": 161,
  "grt_most_used_layer": "met2",
  "final_cell_count_no_fill": 1167,
  "ys.flops": 320,
  "hold_depth": 1,
  "yosys_most_used_dff": "edfxtp_1",
  "portBuffers": 74,
  "avgViaCountPerCell": 5.57,
  "timing_worst_slew_pin_value_ps": 371,
  "total_leakage_power_nw": 5.02,
  "global_route_wire_length_before_repair_um": 39000,
  "ports": 103,
  "cts_tree": "built",
  "iteration_0_drc_markers": 349,
  "worst_hold_startpoint": "data_i[3]",
  "globalRouteMet3Util_pct": 13.3,
  "cell_area_after_synthesis_um2": 12600,
  "worst-endpoint-required_ps": 2640,
  "syn_inst": 677,
  "netlist-cell-type-count": 23,
  "edf_count": 320,
  "wirelength_um": 25400,
  "cts-root-to-sink-buffers": 3,
  "synth.yosys.num_cells": 677,
  "fmax_achieved_mhz": 309,
  "worst_setup_path_category": "primary input to output port",
  "finalHoldWorstSlack_ps": 932,
  "setup_viol": 0,
  "grt_pass1_vias": 7071,
  "htree_levels": 2,
  "grt.total_usage_pct": 22.8,
  "drcViolationCount": 0,
  "die_h_um": 161,
  "globalRoute.totalOverflow": 0,
  "dp_hpwl_um": 15300,
  "synth.top_cells.by_count": "320 x edfxtp_1, 96 x mux2_2, 70 x nand2_1",
  "largest_net_degree_at_the_start_of_global_routing": 28,
  "grt_util_met1_pct": 33.2,
  "hold_class": "primary input to flop",
  "worstSetupStartpointType": "primary input",
  "critical_path_peak_fanout": 6,
  "chipArea_um2": 25900,
  "globalRouteMet2Util_pct": 33.5,
  "synth_top_area_share_pct": 76.1,
  "async_flop_share_pct": 0,
  "core_region_area_um2": 24500,
  "dominant_cell_type_by_area_after_synthesis": "edfxtp_1",
  "standard_cell_area_after_detailed_placement_um2": 14200,
  "stage_log_warnings": 53,
  "detailroute.via_count": 6500,
  "yosysWarningCount": 2,
  "postRouteAntennaNets": 0,
  "avgSynthCellArea_um2": 18.7,
  "topCellsByArea": "edfxtp_1 76%, mux2_2 8.6%, mux4_2 5.7%",
  "ctsHoldBuffers": 0,
  "finalMaxSlewViolations": 0,
  "final-hold-violation-count": 0,
  "clock_tree.root_cell": "clkbuf_16",
  "critPathCaptureType": "output port",
  "cp_data_arrival_time_ps": 2580,
  "ys_area_um2": 12600,
  "finalCoreUtilization_pct": 62.5,
  "grt_antenna_before_repair": 0,
  "vdd.ir_drop.worst_v": 0.000601,
  "clock_sink_count": 320,
  "max-slew-margin-rel_pct": 75.2,
  "antenna_cells_inserted": 0,
  "drt_pre_antenna_iters": 6,
  "clkSlewWorstSetupHoldPaths_ps": 50,
  "init_core_util_pct": 51.5,
  "wire_per_inst_um": 21.8
}
==> worst max-delay path by stage <==
| stage | from | to | cells after the start |
|---|---|---|---|
| finish | addr[4] | data_o[12] | 8 |
| CTS | addr[4] | data_o[3] | 7 |
| global route | addr[4] | data_o[9] | 8 |
==> critical path: stages <==
cell and delay [ps]:
clkdlybuf4s50_1 420, buf_6 150, nor3b_4 270, buf_6 160, clkbuf_16 140, a22oi_1 100, a31oi_1 190, clkdlybuf4s50_1 480
==> final cells by class <==
| class | count | area, µm² |
|---|---|---|
| Clock inverter | 15 | 116 |
| Clock buffer | 46 | 960 |
| Tap cell | 324 | 405 |
| Timing Repair Buffer | 142 | 1420 |
| Sequential cell | 320 | 9610 |
| Fill cell | 1681 | 9200 |
| Multi-Input combinational cell | 320 | 2820 |
==> cells in the final DEF, fill, tap and decap left out <==
cell	instances
a22oi_1	30
a22oi_2	2
a31oi_1	30
a31oi_2	2
and2b_2	1
buf_12	11
buf_2	1
buf_4	55
buf_6	2
buf_8	1
bufinv_16	2
clkbuf_1	9
clkbuf_16	38
clkdlybuf4s50_1	67
clkinv_1	9
clkinv_2	3
clkinvlp_4	1
dlymetal6s2s_1	4
edfxtp_1	320
mux2_2	96
mux4_2	32
nand2_1	70
nand2b_2	1
nand3_1	8
nor2_1	41
nor2_2	1
nor2b_1	3
nor3_4	1
nor3b_4	2
==> registers in the layout, indices dropped and copies added (netlist names) <==
name       cells
data_mem3     80
data_mem2     80
data_mem0     80
data_mem1     80
==> through the flow <==
step | setup TNS [ps] | total power [mW] | setup WS (ps)
after floorplan | 0 | 4.85 | 1030
after global placement | 0 | 5.07 | 18.2
after detailed placement | -45.2 | 5.08 | -21.1
after CTS | 0 | 8.67 | 2.41
after global routing | -5.72 | 8.87 | -3.56
final | 0 | 8.60 | 60.8
==> routing by layer <==
| metal | vias up | part of all wire (%) |
|---|---|---|
| met1 | 3140 | 37 |
| met2 | 331 | 48 |
| met5 | - | 0 |
| met3 | 45 | 13 |
| li1 | 2984 | - |
| met4 | 0 | 2.2 |
==> logic make-up after synthesis <==
kind of cell	Yosys count	synth area share (%)
flops	320	76.1
compound gates	64	3.57
simple gates	128	4.30
buf+inv	37	1.82
mux	128	14.3
==> where the power goes <==
group / internal, mW / leakage [nW] / switching (mW)
logic: 0.231 / 1.61 / 0.237
registers: 4.52 / 2.88 / 0.00905
clock network: 2.19 / 0.521 / 1.41
==> repair_timing <==
item	in CTS	in global routing
gates cloned	0	1
setup buffers	0	2
pin swaps	1	12
setup endpoints to repair	4	21
resized	3	9
hold endpoints to repair	0	0
No activity file was given, so power comes from the tool's default toggle rates.
